File: /design/flow/config.mk
export PLATFORM = sky130hd
export DESIGN_NAME = top
export DESIGN_NICKNAME = top
export VERILOG_FILES = /design/flow/design.v
export SDC_FILE = /design/flow/constraint.sdc
export NUM_CORES = 4
export LEC_CHECK = 1
export CORE_AREA = 10 10 78 78
export DIE_AREA = 0 0 88 88
File: /design/flow/constraint.sdc
current_design top

set clk_period 4.7
set clk_io_pct 0.2

create_clock -name clk0 -period $clk_period [get_ports {CLK}]

set non_clock_inputs [all_inputs -no_clocks]
set_input_delay [expr $clk_period * $clk_io_pct] -clock clk0 $non_clock_inputs
set_output_delay [expr $clk_period * $clk_io_pct] -clock clk0 [all_outputs]
File: /design/flow/design.v
module demux(
	input wire signal,
	input wire [2:0] addr,
	output reg [6:0] out,
);
	always @* begin
		case (addr)
			3'd0: out = {6'b0, signal};
			3'd1: out = {5'b0, signal, 1'b0};
			3'd2: out = {4'b0, signal, 2'b0};
			3'd3: out = {3'b0, signal, 3'b0};
			3'd4: out = {2'b0, signal, 4'b0};
			3'd5: out = {1'b0, signal, 5'b0};
			3'd6: out = {signal, 6'b0};
			default: out = 7'b0;
		endcase
	end
endmodule
module top (
	output LED1,
	output LED2,
	output LED3,
	output LED4,
	output LED5,
	output LEDR_N,
	output LEDG_N,
	input BTN1,
	input BTN2,
	input BTN3,
	input CLK,
);
	wire [6:0] out;
	wire [2:0] addr = {BTN3, BTN2, BTN1};
	wire led_r;
	wire led_g;
	assign {LEDR_N, LEDG_N} = {~led_r, ~led_g};
	assign {LED5, LED4, LED3, LED2, LED1, led_r, led_g} = out;
	reg [20:0] counter;
	always @(posedge CLK)
		counter <= counter + 1;
	wire signal = counter[20];
	demux led_select(.signal(signal), .addr(addr), .out(out));
endmodule
File: /design/flow/run.sh
#!/bin/bash
# OpenROAD 26Q1-2900-gdf79404cd8, Yosys 0.63+post, stock flow scripts
make -C /OpenROAD-flow-scripts/flow DESIGN_CONFIG=/design/flow/config.mk WORK_HOME=/design/flow/orfs finish
==> impl_metrics.env <==
# flow metrics
export IMPL_hpwl_um=1050
export IMPL_power_density_mw_per_mm2=279
export IMPL_worst_path_most_repeated_cell="sky130_fd_sc_hd__clkdlybuf4s50_1"
export IMPL_ys_top_cells_by_count="sky130_fd_sc_hd__dfxtp_1 (21), sky130_fd_sc_hd__xnor2_1 (11), sky130_fd_sc_hd__nand3_1 (8), sky130_fd_sc_hd__xor2_1 (8)"
export IMPL_reg2reg_setup_slack_ps=3180
export IMPL_post_route_cells_drive_above_1_share=0.104
export IMPL_maximum_cell_stage_delay_along_the_critical_path_ps=470
export IMPL_share_seq_of_total_power=0.595
export IMPL_clock_sink_count=21
export IMPL_htree_levels=1
export IMPL_crit_fanout=4
export IMPL_ys_dominant_reg_cell="sky130_fd_sc_hd__dfxtp_1"
export IMPL_synth_top_cells_by_area="sky130_fd_sc_hd__dfxtp_1 (49%), sky130_fd_sc_hd__xnor2_1 (11%), sky130_fd_sc_hd__xor2_1 (8.2%)"
export IMPL_ctsRootBufferMaster="sky130_fd_sc_hd__clkbuf_8"
export IMPL_worstSetupEndpointType="output pin"
export IMPL_synth_edff_count=0
export IMPL_fp_util=0.194
export IMPL_internal_power_mw=0.240
export IMPL_number_of_i_o_pins=11
export IMPL_timing_worst_setup_path_type="in2out"
export IMPL_final_setup_tns_ps=0
export IMPL_grt_pass1_wl_um=2240
export IMPL_clk_pin_slew_worst_paths_ps=80
export IMPL_dr_pass1_iters=5
export IMPL_ys_ff=21
export IMPL_die_width_um=88
export IMPL_tool_warnings=25
export IMPL_grt_setup_unrepaired="false"
export IMPL_holdCritPathClass="reg2reg"
export IMPL_fp_row_count=24
export IMPL_irDropWorstVdd_uv=117
export IMPL_synth_dominant_cell_count="sky130_fd_sc_hd__dfxtp_1"
export IMPL_cts_buffers=3
export IMPL_clock_path_buffers=2
export IMPL_max_slew_margin=0.798
export IMPL_ant_nets=0
export IMPL_worst_pin_slew_ps=301
export IMPL_final_cells=148
export IMPL_cts_hold_buffers=0
export IMPL_postSynth_asyncResetShare=0
export IMPL_fp_dieArea_mm2=0.00774
export IMPL_worst_endpoint_required_ps=3760
export IMPL_antenna_cells_inserted=0
export IMPL_worst_endpoint_arrival_ps=2230
export IMPL_post_cts_setup_driven_buffer_insertion_count=0
export IMPL_vias_per_cell=4.02
export IMPL_status="completed"
export IMPL_switching_power_mw=0.0585
export IMPL_drc=0
export IMPL_place_inst=144
export IMPL_overflow=0
export IMPL_synth_top_cell_area_share=0.490
export IMPL_avgSynthCellArea_um2=10.5
export IMPL_core_mm2=0.00441
export IMPL_critPathTopFamily="buffers and inverters"
export IMPL_startpoint_type="input port"
export IMPL_vias=595
export IMPL_top_regs="counter: 21 flops"
export IMPL_placement_io_buffers=10
export IMPL_critical_path_slowest_cell="sky130_fd_sc_hd__clkdlybuf4s50_1"
export IMPL_critical_path_n_buffers_inverters=2
export IMPL_grt_max_degree=14
export IMPL_post_route_period_util=0.675
export IMPL_yosys_area_top_type="sky130_fd_sc_hd__dfxtp_1"
export IMPL_final_setup_skew_ps=2.31
export IMPL_drt_wl_total_um=1330
export IMPL_drt_iter0_drc=14
export IMPL_synth_yosys_num_cells=82
export IMPL_timing_final_hold_violations=0
export IMPL_finalSetupViolCount=0
export IMPL_post_cts_resized_instances=0
export IMPL_syn_instance_count=82
export IMPL_worstPathCellList="clkdlybuf4s50_1 -> nor2b_1 -> and3b_1 -> clkdlybuf4s50_1"
export IMPL_p_sw_frac=0.196
export IMPL_grt_antenna_before_repair=0
export IMPL_tritoncts="done"
export IMPL_synth_area_um2=858
export IMPL_area_growth_syn_to_layout_pct=24.9
export IMPL_first_global_vias=529
export IMPL_power_frac_comb=0.015
export IMPL_ys_area_um2=858
export IMPL_max_cap_viol_count=0
export IMPL_avgRoutedWirePerCell_um=9.01
export IMPL_clock_power_share=0.390
export IMPL_period_needed_ps=3170
export IMPL_grt_total_usage=0.0348
export IMPL_synth_yosys_warnings=2
export IMPL_gp_congestion=0.739
export IMPL_achievable_frequency_ghz=0.315
export IMPL_fp_dieH_um=88
export IMPL_power_leakage_nw=0.401
export IMPL_clock_insertion_delay_worst_skew_ps=260
export IMPL_report_final_slew_viol_count=0
export IMPL_largest_register="counter"
export IMPL_largest_reg_flops=21
export IMPL_ys_seq_share=0.490
export IMPL_synth_distinct_cells=21
-- through the flow --
step	hold slack, ps	total power, mW	area, um^2	setup slack, ps	utilization
2_1_floorplan	393	0.183	858	2520	-
3_3_place_gp	401	0.186	1020	1570	0.232
3_5_place_dp	410	0.186	1020	1530	0.232
4_1_cts	429	0.302	1070	1520	0.243
5_1_grt	440	0.308	1070	1380	0.243
6_report	428	0.299	1070	1530	0.243
-- cell usage in the layout (no fill, tap or decap), drive strengths merged --
master and n:
ha 1, xor2 8, nor3 3, nand4 4
nor4 1, nand3b 1, nor2 6, dfxtp 21
clkdlybuf4s50 10, nor2b 1, nand3 10, clkinvlp 1
xnor2 11, and3b 1, nand2 6, and3 4
inv 2, clkbuf 3, nor3b 2
-- metal layers --
layer / vias up / routed length [um] / GRT usage / part of all wire
met1: 272 / 703 / 0.0475 / 0.53
met2: 16 / 479 / 0.0509 / 0.36
li1: 307 / - / - / -
met5: - / 0 / 0 / 0
met3: 0 / 150 / 0.0187 / 0.11
met4: 0 / 0 / 0 / 0
-- power by group through the flow --
stage | clock [mW] | combinational (mW) | sequential [mW]
CTS | 0.120 | 0.00445 | 0.178
finish | 0.117 | 0.00442 | 0.178
global route | 0.126 | 0.00484 | 0.178
-- cell families after synthesis --
logic type | after synthesis | synth area share
AND/OR/NAND/NOR | 39 | 0.293
flip-flops | 21 | 0.490
XOR/XNOR | 19 | 0.194
buffers and inverters | 2 | 0.00875
adder cells (fa/ha/maj) | 1 | 0.0146
-- path summary, 6_finish.rpt --
kind	startpoint	endpoint	cells after the start
max	BTN3	LED1	4
min	counter[0]	counter[0]	1
max reg2reg	counter[0]	counter[20]	5
min reg2reg	counter[0]	counter[0]	1
-- area by class of cell --
cell class / count / area [um^2]
clock inverter: 1 / 7.51
timing repair buffer: 10 / 100
clock buffer: 3 / 41.3
inverter: 2 / 7.51
sequential: 21 / 420
tap: 52 / 65.1
multi-input combinational: 59 / 430
fill: 450 / 3340
Power and IR drop assume default switching activity.
